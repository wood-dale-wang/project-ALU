--- /design/flow/design.v ---
module ADD_4(
    input wire cin,
    input wire [3:0] a,
    input wire [3:0] b,
    output wire [3:0] res,
    output wire cout
  );
  wire [3:0] G;
  wire [3:0] P;
  wire [2:0] C;
  genvar i;
  generate
    for (i = 0; i < 4; i = i + 1)
    begin : add_bit
      and u_g_and(G[i],a[i],b[i]);
      or u_p_or(P[i],a[i],b[i]);
    end
  endgenerate
  wire [3:0] PxCIN;
  and u_and_p0cin(PxCIN[0],P[0],cin);
  and u_and_p1cin(PxCIN[1],P[1],P[0],cin);
  and u_and_p2cin(PxCIN[2],P[2],P[1],P[0],cin);
  and u_and_p3cin(PxCIN[3],P[3],P[2],P[1],P[0],cin);
  wire [2:0] PxG0;
  and u_and_p1g0(PxG0[0],P[1],G[0]);
  and u_and_p2g0(PxG0[1],P[2],P[1],G[0]);
  and u_and_p3g0(PxG0[2],P[3],P[2],P[1],G[0]);
  wire [1:0] PxG1;
  and u_and_p2g1(PxG1[0],P[2],G[1]);
  and u_and_p3g1(PxG1[1],P[3],P[2],G[1]);
  wire P3G2;
  and u_and_p3g2(P3G2,P[3],G[2]);
  or u_or_c0(C[0],G[0],PxCIN[0]);
  or u_or_c1(C[1],G[1],PxG0[0],PxCIN[1]);
  or u_or_c2(C[2],G[2],PxG1[0],PxG0[1],PxCIN[2]);
  or u_or_c3(cout,G[3],P3G2,PxG1[1],PxG0[2],PxCIN[3]);
  xor u_xor_r0(res[0],a[0],b[0],cin);
  xor u_xor_r1(res[1],a[1],b[1],C[0]);
  xor u_xor_r2(res[2],a[2],b[2],C[1]);
  xor u_xor_r3(res[3],a[3],b[3],C[2]);
endmodule
--- /design/flow/run.sh ---
#!/bin/bash
# OpenROAD 26Q1-2900-gdf79404cd8, Yosys 0.63+post, stock flow scripts
make -C /OpenROAD-flow-scripts/flow DESIGN_CONFIG=/design/flow/config.mk WORK_HOME=/design/flow/orfs finish
--- /design/flow/config.mk ---
export PLATFORM = sky130hd
export DESIGN_NAME = ADD_4
export DESIGN_NICKNAME = ADD_4
export VERILOG_FILES = /design/flow/design.v
export SDC_FILE = /design/flow/constraint.sdc
export NUM_CORES = 4
export LEC_CHECK = 1
export CORE_AREA = 10 10 70 70
export DIE_AREA = 0 0 80 80
--- /design/flow/constraint.sdc ---
current_design ADD_4

set clk_period 2.2
set clk_io_pct 0.2

create_clock -name clk0 -period $clk_period

set non_clock_inputs [all_inputs -no_clocks]
set_input_delay [expr $clk_period * $clk_io_pct] -clock clk0 $non_clock_inputs
set_output_delay [expr $clk_period * $clk_io_pct] -clock clk0 [all_outputs]
==> flow_summary.rst <==
Physical design figures
=======================

.. list-table::
   :header-rows: 1

   * - Metric
     - Value
   * - Outcome
     - finished clean
   * - Count of unique library cells instantiated by Yosys
     - 15
   * - Routability-driven placement congestion ratio
     - 0.741
   * - Hold/Removal Path Class
     - in -> out
   * - Number of global-route vias before repair
     - 323
   * - Most common logic cell in the routed design
     - sky130_fd_sc_hd__dlygate4sd2_1
   * - GRT Resource Usage Total
     - 2.54%
   * - Number of antenna violations at the first check in global routing
     - 0
   * - Most common cell on crit path
     - sky130_fd_sc_hd__dlygate4sd2_1
   * - Average wire per cell in the routed design
     - 7.50 um
   * - Reported leakage power
     - 0.000270 uW
   * - Sequential fraction of the synthesis area
     - 0%
   * - Half-perimeter wire length after placement
     - 720 um
   * - Pin count of the biggest net entering global routing
     - 5
   * - Most area-hungry cell type in the Yosys netlist
     - sky130_fd_sc_hd__ha_1
   * - Worst hold path cell count
     - 4
   * - Filler cell count in the final layout
     - 410
   * - Final-report setup violation count
     - 0
   * - Row cnt
     - 21
   * - Highest Clock Rate
     - 0.472 GHz
   * - Crit path launch type
     - primary input
   * - Power density over the cells
     - 169 nW/um^2
   * - DRC violations left
     - 0
   * - Largest cells by area after synthesis
     - sky130_fd_sc_hd__ha_1 (40%), sky130_fd_sc_hd__inv_1 (15%), sky130_fd_sc_hd__fa_1 (6.3%)
   * - Area growth from synthesis to layout
     - 76.6%
   * - Post-Route Utilization
     - 16.3%
   * - Avg Vias per Cell
     - 2.90
   * - Number of maximum-capacitance violations
     - 0
   * - First-pass GRT wire length
     - 1.37 mm
   * - Count of warning messages emitted by the tools
     - 39
   * - Worst-path maximum fanout
     - 3
   * - Floorplan die height
     - 80 um
   * - Unrepaired setup endpoints after global routing
     - false
   * - Fraction of synthesized cell area taken by the top area cell type
     - 39.7%
   * - Worst-case hold slack
     - 1.39 ns
   * - Tally of clock buffers in the finished layout
     - 0
   * - Floorplan die area
     - 6400 um^2
   * - Final Hold Fails
     - 0
   * - Total congestion overflow after global routing
     - 0
   * - Synthesized instance count
     - 38
   * - Final cycle utilization of the critical path
     - 96.3%
   * - Syn Std Cell Area
     - 315 um^2
   * - Synthesized area divided by synthesized cell count
     - 8.30 um^2
   * - CP max stage cell
     - sky130_fd_sc_hd__dlygate4sd2_1
   * - Worst EP arrival
     - 1.68 ns
   * - Core region area
     - 3420 um^2
   * - Via total after detailed routing
     - 293
   * - Count of yosys warnings during synthesis
     - 0
   * - Combinational Area
     - 300 um^2
   * - Sequence of cells on the critical path
     - dlygate4sd2_1 -> buf_4 -> ha_2 -> o2111a_1 -> a211oi_2 -> dlygate4sd2_1
   * - Origin of the worst min-delay path
     - b[3]
   * - Count of routing violations after the opening detailed-route iteration
     - 0
   * - Area figure in the yosys stat output
     - 315 um^2
   * - Cts-stage hold buffer count
     - 0
   * - Wirelength, routed
     - 758 um
   * - Count of flip-flops and latches
     - 0
   * - Slew @ Worst Pin
     - 0.216 ns
   * - Most frequent cells in the layout
     - sky130_fd_sc_hd__dlygate4sd2_1 (12), sky130_fd_sc_hd__inv_1 (10), sky130_fd_sc_hd__ha_1 (5)
   * - IO Pins
     - 14
   * - Ys cells
     - 38
   * - Total negative setup slack
     - 0 ns
   * - Share of cells above drive strength 1
     - 30.9%
   * - Post-route total power
     - 94.1 uW
   * - Max-slew violation count
     - 0
   * - Sequential standard cell area
     - 0 um^2
   * - ANT cells
     - 0
   * - Critical Path Sink Type
     - output pin
   * - Starting utilization of the core area
     - 9.23%
   * - End point of the worst hold path
     - cout
   * - Max VDD drop
     - 0.0602 mV
   * - Die X
     - 80 um
   * - Max incr delay on CP
     - 0.26 ns
   * - Number of post-CTS setup repair buffers
     - 0
   * - Pre-antenna DRT Iters
     - 1
   * - Tightest slew margin relative to the limit
     - 85.6%
   * - Req. time, crit path
     - 1.76 ns
   * - Count of buffers from port buffering
     - 14
   * - Shortest clock period the worst path allows after layout
     - 2.12 ns
   * - Critical path class
     - in -> out
   * - Count of nets left with antenna violations after detail routing
     - 0
[cell type report]
cell class / instances / share of cell area, %
Multi-Input combinational cell: 25 / 53.9
Timing Repair Buffer: 17 / 27.0
Inverter: 13 / 8.76
Tap cell: 46 / 10.3
[cell families after synthesis]
group / count (synthesis) / share of synthesized area (%)
fa+ha+maj: 11 / 46.0
simple gates: 5 / 11.9
xor+xnor: 2 / 5.56
buf+inv: 13 / 15.5
compound gates: 7 / 21.0
[power by group]
part / switching (uW) / internal (uW)
Clock: 0 / 0
Sequential: 0 / 0
Combinational: 38.0 / 56.2
[layer usage]
layer,vias up,track usage [%],wire (um)
met5,-,0,0
met4,0,0,0
met3,0,0.227,33
met2,10,4.17,285
met1,128,3.71,440
li1,155,-,-
[critical path, delay by kind of cell]
family,cells,cell delay [ns]
buffers and inverters,3,0.63
AND-OR/OR-AND,2,0.42
adder cells (fa/ha/maj),1,0.19
[cells in the mapped netlist]
cell type	count
sky130_fd_sc_hd__fa_1	1
sky130_fd_sc_hd__o21ai_0	1
sky130_fd_sc_hd__ha_1	10
sky130_fd_sc_hd__o21a_1	1
sky130_fd_sc_hd__nor2b_1	1
sky130_fd_sc_hd__o21bai_1	1
sky130_fd_sc_hd__xnor2_1	2
sky130_fd_sc_hd__o211ai_1	1
sky130_fd_sc_hd__nand3b_1	1
sky130_fd_sc_hd__inv_1	13
sky130_fd_sc_hd__nor2b_4	1
sky130_fd_sc_hd__o2111a_1	1
sky130_fd_sc_hd__nor3_1	2
sky130_fd_sc_hd__a211oi_2	1
sky130_fd_sc_hd__a221oi_2	1
[stage by stage]
step                      worst slack, ns  area [um^2]  instances
after CTS                          0.0221          551        101
after global routing               0.0122          557        101
final                              0.0822          557        101
after detailed placement           -0.466          536        101
after global placement             -0.447          536        101
after floorplan                     0.647          315         38
[worst max path at each step]
stage | start | end | cells after the start
finish | a[0] | res[3] | 6
global route | a[0] | res[3] | 7
CTS | b[1] | cout | 7
[repair_timing]
action                     4_1_cts  5_1_grt
gates cloned                     0        0
gates resized                   25        3
setup endpoints to repair        5        3
pin swaps                        8        2
No activity file was given, so power comes from the tool's default toggle rates.
