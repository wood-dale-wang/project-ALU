==> /design/flow/design.v <==
module add_1bit(
    input wire cin,
    input wire a,
    input wire b,
    output wire S,
    output wire G,
    output wire P
  );
  xor u_xor(S,a,b,cin);
  and u_and(G,a,b);
  or u_or(P,a,b);
endmodule
module CLA_4bit(
    input wire [3:0] G,
    input wire [3:0] P,
    input wire cin,
    output wire [2:0] CI,
    output wire cout
  );
  wire [3:0] PxCIN;
  and u_and_p0cin(PxCIN[0],P[0],cin);
  and u_and_p1cin(PxCIN[1],P[1],P[0],cin);
  and u_and_p2cin(PxCIN[2],P[2],P[1],P[0],cin);
  and u_and_p3cin(PxCIN[3],P[3],P[2],P[1],P[0],cin);
  wire [2:0] PxG0;
  and u_and_p1g0(PxG0[0],P[1],G[0]);
  and u_and_p2g0(PxG0[1],P[2],P[1],G[0]);
  and u_and_p3g0(PxG0[2],P[3],P[2],P[1],G[0]);
  wire [1:0] PxG1;
  and u_and_p2g1(PxG1[0],P[2],G[1]);
  and u_and_p3g1(PxG1[1],P[3],P[2],G[1]);
  wire P3G2;
  and u_and_p3g2(P3G2,P[3],G[2]);
  or u_or_c0(CI[0],G[0],PxCIN[0]);
  or u_or_c1(CI[1],G[1],PxG0[0],PxCIN[1]);
  or u_or_c2(CI[2],G[2],PxG1[0],PxG0[1],PxCIN[2]);
  or u_or_c3(cout,G[3],P3G2,PxG1[1],PxG0[2],PxCIN[3]);
endmodule
module ADD_4bit(
  input wire [3:0] a,
  input wire [3:0] b,
  input wire cin,
  output wire [3:0] res,
  output wire cout
  );
  wire [3:0] G;
  wire [3:0] P;
  wire [2:0] C;
  add_1bit a0(
    .cin(cin),
    .a(a[0]),
    .b(b[0]),
    .S(res[0]),
    .G(G[0]),
    .P(P[0])
  );
  add_1bit a1(
    .cin(C[0]),
    .a(a[1]),
    .b(b[1]),
    .S(res[1]),
    .G(G[1]),
    .P(P[1])
  );
  add_1bit a2(
    .cin(C[1]),
    .a(a[2]),
    .b(b[2]),
    .S(res[2]),
    .G(G[2]),
    .P(P[2])
  );
  add_1bit a3(
    .cin(C[2]),
    .a(a[3]),
    .b(b[3]),
    .S(res[3]),
    .G(G[3]),
    .P(P[3])
  );
  CLA_4bit cla(
    .G(G),
    .P(P),
    .cin(cin),
    .CI(C),
    .cout(cout)
  );
endmodule
==> /design/flow/run.sh <==
#!/bin/bash
# OpenROAD 26Q1-2900-gdf79404cd8, Yosys 0.63+post, stock flow scripts
make -C /OpenROAD-flow-scripts/flow DESIGN_CONFIG=/design/flow/config.mk WORK_HOME=/design/flow/orfs finish
==> /design/flow/config.mk <==
export PLATFORM = sky130hd
export DESIGN_NAME = ADD_4bit
export DESIGN_NICKNAME = ADD_4bit
export VERILOG_FILES = /design/flow/design.v
export SDC_FILE = /design/flow/constraint.sdc
export NUM_CORES = 4
export LEC_CHECK = 1
export CORE_AREA = 10 10 70 70
export DIE_AREA = 0 0 80 80
==> /design/flow/constraint.sdc <==
current_design ADD_4bit

set clk_period 2.8
set clk_io_pct 0.2

create_clock -name clk0 -period $clk_period

set non_clock_inputs [all_inputs -no_clocks]
set_input_delay [expr $clk_period * $clk_io_pct] -clock clk0 $non_clock_inputs
set_output_delay [expr $clk_period * $clk_io_pct] -clock clk0 [all_outputs]
==> impl_metrics.json <==
{
  "worstPathRequired_ns": 2.24,
  "drive_above_1_share_pct": 17.2,
  "numPlacedInstances": 104,
  "core_um2": 3420,
  "synth_area_um2": 298,
  "core.rowCount": 21,
  "wl_um": 718,
  "ys_cells": 40,
  "ir_drop_mv": 0.0172,
  "synthMostInstantiatedCell": "inv_1",
  "syn_inst": 40,
  "fin_crit_sh_pct": 93.8,
  "common_cells": "10 x inv_1, 8 x ha_1, 4 x buf_4, 3 x nor2_1",
  "synth_compound_gate_area_share_pct": 13.0,
  "grt_pass1_wl_um": 1130,
  "xor_area_share_pct": 5.88,
  "maxCapViolCount": 0,
  "rsz0062_at_grt": "no",
  "layout_setup_ws_ns": 0.175,
  "io_pins": 14,
  "antenna_found_initial": 0,
  "seq_area_um2": 0,
  "overflow": 0,
  "cp_max_fo": 2,
  "setup_tns_ns": 0,
  "crit_type": "input pin to output pin",
  "ys_chip_area_um2": 298,
  "crit_end": "cout",
  "hold_violations": 0,
  "post_layout_nonfiller_instances": 104,
  "die_h_um": 80,
  "warning_count": 38,
  "vias": 290,
  "final-max-slew-violation-count": 0,
  "drc": 0,
  "ant_nets": 0,
  "tightest_slew_ns": 0.247,
  "pre_cts_slack_ns": -0.316,
  "fp_util_pct": 8.72,
  "dieArea_um2": 6400,
  "mux_area_share_pct": 0,
  "syn2layout_area_growth_pct": 75.6,
  "final-setup-viol-count": 0,
  "crit_path_end_kind": "output pin",
  "dp_hpwl_um": 681,
  "dr.pass1.iters": 2,
  "port_buffers": 14,
  "syn_area_per_cell_um2": 7.44,
  "grt_pass1_vias": 283,
  "ys_seq_share_pct": 0,
  "top_cells_by_area": "ha_1 34%, inv_1 13%, buf_4 10%",
  "place.gp.congestion": 0.673,
  "wire_per_inst_um": 6.90,
  "powerDensity_nw_per_um2": 140,
  "min_path_type": "input pin to output pin",
  "setup.worst_path.start": "a[1]",
  "p_leak_nw": 0.282,
  "ys_types": 15,
  "grt_max_degree": 5,
  "status": "completed",
  "cp-start-kind": "input pin",
  "antenna-diode-count": 0,
  "die_width_um": 80,
  "relSlewSlack_pct": 83.5,
  "period_needed_ns": 2.63,
  "drt-initial-drc-count": 3,
  "ys_sh_simple_pct": 18.1,
  "cts_setup_buffers": 0,
  "final_core_util_pct": 15.3,
  "ys_sh_adder_pct": 40.3,
  "grt_use_total_pct": 2.15,
  "yosysTopAreaCellShare_pct": 33.6,
  "fmax_mhz": 381,
  "synth_warnings": 0,
  "synthTopLogicFamily": "adder cells",
  "clkbuf_count": 0,
  "viasPerCell": 2.79,
  "arrival_ns": 2.07,
  "top_area_cell": "ha_1",
  "seq_cell_count": 0
}
[repair_timing]
action,4_1_cts,5_1_grt
cloned,0,0
setup endpoints to repair,4,4
resized,4,5
hold buffers,0,0
hold endpoints to repair,0,0
pin swaps,0,2
[worst min-delay path by stage]
stage | from | to | cells after the start
after global routing | b[0] | res[3] | 6
after CTS | b[1] | res[1] | 5
final | a[0] | res[3] | 6
[layout make-up]
type / count / area, µm²
repair buffers: 22 / 198
fillers: 386 / 2890
well taps: 46 / 57.6
multi-input cells: 26 / 230
inverters: 10 / 37.5
[metal layers]
metal  global-route usage (%)  wire length, µm  vias to the layer above
met4                        0                0                        0
met1                     1.85              250                      129
met5                        0                0                        -
met2                     4.33              375                        6
li1                         -                -                      155
met3                     1.25               93                        0
[logic make-up (layout without fill, tap and decap cells)]
kind of cell / after synthesis / after routing
compound gates: 5 / 5
simple gates: 10 / 10
buf+inv: 14 / 32
fa+ha+maj: 9 / 9
xor+xnor: 2 / 2
[power breakdown]
part	total [W]	internal (W)	switching, W
Sequential	0	0	0
Clock	0	0	0
Combinational	0.0000731	0.0000474	0.0000257
Total	0.0000731	0.0000474	0.0000257
[worst max-delay path: stages]
cell             delay (ns)
clkdlybuf4s50_1        0.48
inv_1                  0.05
ha_1                   0.19
nor2b_1                0.14
a211o_1                0.29
a21oi_1                0.12
dlygate4sd2_1          0.22
[cell usage in the layout, fill, tap and decap left out]
cell,n
dlygate4sd2_1,2
nor2_1,3
inv_1,10
a21oi_1,2
clkdlybuf4s15_1,1
xnor2_1,1
dlymetal6s2s_1,2
a211o_1,1
a221oi_2,1
clkbuf_2,1
nor3b_1,1
or2b_1,2
buf_4,8
xor2_1,1
nand2_1,2
fa_1,1
ha_1,8
clkdlybuf4s50_1,8
nor2b_1,2
o21ai_0,1
[per-stage QoR]
step	power (W)	cell area, µm²	hold WS (ns)
finish	0.0000731	523	1.73
global placement	0.0000825	526	2.20
detailed placement	0.0000827	526	2.20
floorplan	0.0000431	298	1.36
global route	0.0000843	523	1.79
CTS	0.0000764	520	2.05
Power is estimated from default activity; no workload was simulated.
